==> flow/design.v <==
package sauria_addr_pkg;
    parameter CFG_REGS_OFFSET   = 32'h0000_0000;
    parameter CFG_CON_OFFSET    = 32'h0000_0200;
    parameter CFG_ACT_OFFSET    = 32'h0000_0400;
    parameter CFG_WEI_OFFSET    = 32'h0000_0600;
    parameter CFG_OUT_OFFSET    = 32'h0000_0800;
    parameter SRAMA_OFFSET      = 32'h0001_0000;
    parameter SRAMB_OFFSET      = 32'h0002_0000;
    parameter SRAMC_OFFSET      = 32'h0003_0000;
    parameter SAURIA_MEM_ADDR_MASK          = 32'h000F_0000;
    parameter SAURIA_REG_ADDR_MASK          = 32'h0000_FE00;
endpackage
package sauria_pkg;
    parameter CFG_CDC_FIFO_BITS     = 2;         
    parameter DATA_CDC_FIFO_BITS    = 3;         
    parameter DMA_MAX_ARLEN                 = 255;
    parameter DMA_MAX_AWLEN                 = 255;
    parameter DMA_RFIFO_LEN                 = 2;
    parameter DMA_WFIFO_LEN                 = 2;
    parameter DMA_RADDR_OFFSET              = 0;         
    parameter DMA_WADDR_OFFSET              = 0;         
    parameter DATA_ELM_BITS                 = 8;         
    parameter DMA_SYNC_AW_W                 = 0;         
    parameter DMA_MAX_OUTSTANDING_READS     = 8;         
    parameter DMA_MAX_OUTSTANDING_WRITES    = 8;         
    parameter SRAMA_W       = 128;               
    parameter SRAMA_DEPTH   = 2048;              
    parameter RF_A          = 0;                 
    parameter ADRA_W = $clog2(SRAMA_DEPTH);      
    parameter SRAMB_W       = 256;               
    parameter SRAMB_DEPTH   = 1024;              
    parameter RF_B          = 1;                 
    parameter ADRB_W = $clog2(SRAMB_DEPTH);      
    parameter SRAMC_W       = 128;               
    parameter SRAMC_DEPTH   = 4096;              
    parameter RF_C          = 0;                 
    parameter ADRC_W = $clog2(SRAMC_DEPTH);      
    parameter X = 8;                            
    parameter Y = 8;                             
    parameter IA_W = 8;                         
    parameter IB_W = 8;                         
    parameter OC_W = 32;                         
    parameter TH_W = 2;                          
    parameter MULT_RES_MASK_W = 12;              
    parameter MULT_APPR_MASK_W = 8;              
    parameter PARAMS_W = 8;                      
    parameter SRAMC_N = int'(SRAMC_W/OC_W);      
    parameter STAGES_MUL = 0;                    
    parameter INTERMEDIATE_PIPELINE_STAGE = 1;   
    parameter ZERO_GATING_MULT = 1;              
    parameter ZERO_GATING_ADD = 0;               
    parameter ZD_LOOKAHEAD = 1;                  
    parameter EXTRA_CSREG = 1;                   
        parameter ARITHMETIC = 0;                
        parameter MUL_TYPE = 10;                 
        parameter M_APPROX = 0;                  
        parameter MM_APPROX = 0;                 
        parameter ADD_TYPE = 0;                  
        parameter A_APPROX = 0;       	         
        parameter AA_APPROX = 0;                 
    parameter FP_W = 16;                         
    parameter MANT_W = 10;                       
    parameter EXP_W = FP_W-MANT_W-1;             
    parameter M = 3;                             
    parameter ACT_FIFO_POSITIONS = 5;            
    parameter DILP_W = 64;                       
    parameter WEI_FIFO_POSITIONS = 4;            
endpackage
module bam_cell #(
)(
    input   logic	i_a,
	input   logic 	i_b,
	input  	logic 	i_s,
	input  	logic 	i_cin,
	output  logic 	o_s,
	output  logic 	o_cout
);
logic 			and_result;
logic [1:0] 	sum_result;
assign and_result = i_a & i_b;
assign sum_result = and_result + i_s + i_cin;
assign o_s = sum_result[0];
assign o_cout = sum_result[1];
endmodule
module multiplier_bam #(
    parameter APPROX_TYPE = 0,
    parameter VBL = 0,
    parameter HBL = 0,
    parameter logic SIGNED = 0,
    parameter IA_W = 16,
    parameter IB_W = 16,
    parameter MUL_W = 32
)(
	input logic 				i_clk,
    input logic                 i_en_ff,
	input logic					i_rstn,
    input  logic [IA_W-1:0]   	i_a,	 
	input  logic [IB_W-1:0]		i_b,	 
	output logic [MUL_W-1:0]  	o_prod 	 
);
localparam IN_W = ((IA_W) > (IB_W) ? (IA_W) : (IB_W));
logic a_sign, b_sign, prod_sign;
logic signed [IN_W-1:0] a;
logic signed [IN_W-1:0] b;
logic [IN_W:0][2*IN_W:0] s_array, c_array;
logic [MUL_W-1:0]   product;
generate
    if (SIGNED) begin
        assign a_sign = i_a[IA_W-1];
        assign b_sign = i_b[IB_W-1];
        assign prod_sign = a_sign ^ b_sign;
        assign a = (a_sign)? {1'b0, -i_a[IA_W-2:0]} : {1'b0, i_a[IA_W-2:0]};
        assign b = (b_sign)? {1'b0, -i_b[IB_W-2:0]} : {1'b0, i_b[IB_W-2:0]};
    end else begin
        assign a = i_a;
        assign b = i_b;
    end
endgenerate
genvar x,y;
generate
    for (x=0; x < IN_W; x++) begin : x_axis
        for (y=0; y < 2*IN_W; y++) begin : y_axis
            if (x==0) begin
                assign s_array[x][y] = 1'b0;
                assign c_array[x][y] = 1'b0;
            end
            if (((y-x)<IN_W) && (y>=x) && (x>=HBL) && (y>=VBL)) begin
                bam_cell #(
                ) bam_cell_i(
                    .i_a(a[x]),                      
                    .i_b(b[y-x]),                    
                    .i_s(s_array[x][y]),
                    .i_cin(c_array[x][y]),
                    .o_s(s_array[x+1][y]),           
                    .o_cout(c_array[x+1][y+1])       
                );
            end else begin
                assign s_array[x+1][y] =    s_array[x][y];
                assign c_array[x+1][y+1] =  1'b0;
            end
        end
    end
endgenerate
assign product[IN_W-1:0] = s_array[IN_W][IN_W-1:0];
assign product[2*IN_W-1:IN_W] = s_array[IN_W][2*IN_W-1:IN_W] + c_array[IN_W][2*IN_W-1:IN_W];
generate
    if (SIGNED) begin
        assign o_prod = (prod_sign)? -product : product;
    end else begin
        assign o_prod = product;
    end
endgenerate
endmodule
==> flow/run.sh <==
#!/bin/bash
# OpenROAD 26Q1-2900-gdf79404cd8, Yosys 0.63+post, stock flow scripts
make -C /OpenROAD-flow-scripts/flow DESIGN_CONFIG=/design/flow/config.mk WORK_HOME=/design/flow/orfs finish
==> flow/config.mk <==
export PLATFORM = sky130hd
export DESIGN_NAME = multiplier_bam
export DESIGN_NICKNAME = multiplier_bam
export VERILOG_FILES = /design/flow/design.v
export SDC_FILE = /design/flow/constraint.sdc
export NUM_CORES = 4
export LEC_CHECK = 1
export CORE_UTILIZATION = 30
==> flow/constraint.sdc <==
current_design multiplier_bam

set clk_period 21.6
set clk_io_pct 0.2

create_clock -name clk0 -period $clk_period

set non_clock_inputs [all_inputs -no_clocks]
set_input_delay [expr $clk_period * $clk_io_pct] -clock clk0 $non_clock_inputs
set_output_delay [expr $clk_period * $clk_io_pct] -clock clk0 [all_outputs]
==> results.yml <==
# flow metrics
final_layout:
  flop_area_um2: 0
  final_layout_size_suffix_gt1_share_pct: 0.937
  finish.utilization_pct: 34.0
  fillCellCount: 2486
  area_delta_synth_final_pct: 11.1
  fin_cells: 1066
  seq_cells: 0
  clockBufferCount: 0
clock_network:
  cts-resized-gates: 0
  hold_buffers: 0
  post_cts_buffers: 0
global_routing:
  track_usage_pct: 11.7
  busiest_layer: "met2"
  grtUsageMet3_pct: 0.729
  antenna_found_initial: 0
  grt-ovfl-total: 0
  grt_max_degree: 17
  grt.met1_usage_pct: 17.2
  grt.met2_usage_pct: 21.1
  grt_pass1_wl_mm: 23.6
  grt_pass1_vias: 5439
logic_synthesis:
  postSynthAreaPerCell_um2: 9.87
  synth_area_um2: 7210
  ys_chip_area_um2: 7210
  yosysWarningCount: 0
  syn_inst: 731
  synth_cell_types: 39
  seq_area_frac_synth_pct: 0
  synth_stat.cells: 731
setup_path:
  start_kind: "input pin"
  cp.arrival_ns: 14.47
  crit_path_end_kind: "output port"
  slowest_delay_ns: 0.71
  crit_slowest_cell: "clkdlybuf4s50_1"
  crit_fanout: 16
  cp.required_ns: 17.28
  crit_top_cell: "fa_1"
  path_class: "in -> out"
route:
  finalWirelength_mm: 11.5
  antenna_left: 0
  drtIter0Drc: 66
  vias: 4685
  vias_per_cell: 4.39
  dr.pass1.iters: 4
  post_drt_wl_per_cell_um: 10.8
  drc: 0
  antenna_cells: 0
run:
  warnings: 35
  maxCapViolations: 0
sta:
  setup_violations: 0
  finalWorstSetupSlack_ns: 2.81
  relSlewSlack_pct: 61.2
  max_freq_mhz: 53.2
  period_used_pct: 87.0
  rsz0062_at_grt: "false"
  slew_viol_final: 0
  fin_crit_ns: 18.79
  worst_slew_pin_slew_ns: 0.581
  final_hold_viol_count: 0
  fin_tns_setup_ns: 0
placed_design:
  dp.cells: 1066
  place_ws_ns: 2.75
  gp_congestion: 0.772
  hpwl_mm: 10.5
  portBuffers: 64
die:
  die.size.y_um: 157
  core-area_um2: 23500
  die_area_um2: 24700
  die_width_um: 157
  rows: 56
  fp_util_pct: 30.6
  ios: 67
worst_hold_path:
  worstHoldStart: "i_a[0]"
  hold_class: "in -> out"
  hold_depth: 3
  whs_endpoint: "o_prod[0]"
status:
  status: "finished, final reports clean"
## worst max-delay path by stage
stage / from / to / slack [ns] / cells past startpoint
finish: i_b[15] / o_prod[28] / 2.81 / 29
CTS: i_b[15] / o_prod[28] / 2.73 / 29
global route: i_a[0] / o_prod[28] / 2.28 / 29
## cells by family after synthesis
kind of cell | after synthesis | synth area share (%)
and+or+nand+nor | 301 | 23.6
buffers and inverters | 147 | 8.48
xor gates and xnor gates | 6 | 0.729
adders and majority gates | 241 | 63.8
AOI/OAI and AO/OA | 34 | 3.19
muxes | 2 | 0.278
## worst max-delay path, delay by kind of cell
kind | cells | cell delay (ns)
compound gates | 2 | 0.47
fa+ha+maj | 17 | 7.50
buf+inv | 6 | 1.39
mux | 1 | 0.13
simple gates | 3 | 0.66
## stage by stage
step           hold slack, ns  area (um^2)
2_1_floorplan            8.82         7210
3_3_place_gp            10.01         8010
3_5_place_dp            10.01         8010
4_1_cts                 10.01         8010
5_1_grt                 10.13         8010
6_report                 9.98         8010
## metal layers
metal / share of wire, % / up-vias
met5: 0 / -
met4: 0 / 0
met3: 2.6 / 0
met2: 50 / 56
met1: 47 / 2442
li1: - / 2187
## Yosys cell counts (all sizes together) (3+ instances only)
| master | count | area share, % |
|---|---|---|
| a21o | 4 | 0.42 |
| a21oi | 10 | 0.80 |
| and2 | 202 | 18 |
| buf | 16 | 1.7 |
| clkbuf | 32 | 1.7 |
| fa | 211 | 59 |
| ha | 30 | 5.2 |
| inv | 99 | 5.2 |
| nand2 | 69 | 3.6 |
| nand3 | 3 | 0.21 |
| nor2 | 10 | 0.52 |
| nor3 | 3 | 0.21 |
| o21ai | 10 | 0.69 |
| xnor2 | 3 | 0.36 |
| xor2 | 3 | 0.36 |
## final cells by class
| class | instances | area, um^2 | share of cell area, % |
|---|---|---|---|
| Tap cell | 319 | 399 | 4.98 |
| Multi-Input combinational cell | 584 | 6600 | 82.4 |
| Inverter | 99 | 372 | 4.64 |
| Timing Repair Buffer | 64 | 641 | 8.00 |
## cells in the final DEF, fill, tap and decap left out, types with 2 or more instances in the layout
cell,n
fa_1,211
and2_1,202
inv_1,99
nand2_1,69
clkdlybuf4s50_1,64
ha_1,30
nor2_1,10
a21oi_1,8
o21ai_0,7
a21o_1,4
o21ai_1,3
xor2_1,3
xnor2_1,3
nand3_1,3
nor3_1,3
or3_1,2
mux2i_1,2
a21oi_2,2
o311ai_1,2
a21boi_0,2
